==> flow/config.mk <==
export PLATFORM = sky130hd
export DESIGN_NAME = converter
export DESIGN_NICKNAME = converter
export VERILOG_FILES = /design/flow/design.v
export SDC_FILE = /design/flow/constraint.sdc
export NUM_CORES = 4
export LEC_CHECK = 1
export CORE_UTILIZATION = 40
==> flow/run.sh <==
#!/bin/bash
# OpenROAD 26Q1-2900-gdf79404cd8, Yosys 0.63+post, stock flow scripts
make -C /OpenROAD-flow-scripts/flow DESIGN_CONFIG=/design/flow/config.mk WORK_HOME=/design/flow/orfs finish
==> flow/design.v <==
module converter (clk, rst, number_in, valid_in,type, select, reverse, number_out, valid_out);
input clk, rst;   
input reverse;    
input valid_in;   
input [31:0] number_in;  
input [1:0]  type;  
input [2:0]  select;  
output [31:0] number_out;   
output valid_out;   
reg [31:0] conv_factor;   
reg [31:0] conv_add;    
wire m_valid_in,m_valid_out;  
wire a_valid_in,a_valid_out;  
wire [31:0] m_number_in,m_number_out;  
wire [31:0] a_number_in,a_number_out;  
fp_mul fp_mult(clk,rst,m_number_in,conv_factor,m_valid_in,m_number_out,m_valid_out);  
fp_add_sub fp_add(clk,rst,a_number_in,conv_add,a_valid_in,a_number_out,a_valid_out);  
assign m_number_in = (type != 2'b11)? number_in   : (!reverse) ? a_number_out : number_in;
assign m_valid_in  = (type != 2'b11)? valid_in    : (!reverse) ? a_valid_out  : valid_in ;
assign a_number_in = (type != 2'b11)? 32'h0       : (!reverse) ? number_in    : m_number_out;
assign a_valid_in  = (type != 2'b11)? 1'b0        : (!reverse) ? valid_in     : m_valid_out;
assign number_out  = (type != 2'b11)? m_number_out: (!reverse) ? m_number_out : a_number_out;
assign valid_out   = (type != 2'b11)? m_valid_out : (!reverse) ? m_valid_out  : a_valid_out ;
always @(negedge clk)
  begin
      if (rst) begin   
         conv_factor <= 0;
         conv_add    <= 0;
      end else 
      begin
  if(type == 2'b00)   
      begin
      case (select)   
         0: conv_factor <= (!reverse) ? 32'h41cb3333 : 32'h3d214270;  
         1: conv_factor <= (!reverse) ? 32'h40228f5c : 32'h3ec9930c;  
         2: conv_factor <= (!reverse) ? 32'h3cd013a9 : 32'h421d7afb;  
         3: conv_factor <= (!reverse) ? 32'h3e9c0ebf : 32'h4051f944;  
         4: conv_factor <= (!reverse) ? 32'h399fcd90 : 32'h454d0d70;  
         5: conv_factor <= (!reverse) ? 32'h3f6a161e : 32'h3f8bfb83;  
         6: conv_factor <= (!reverse) ? 32'h3a6fb458 : 32'h4488b3a0;  
         7: conv_factor <= (!reverse) ? 32'h3fcdfd8b : 32'h3f1f1349;  
      endcase
      end
   else if(type == 2'b01)  
         begin
            case (select)   
               0: conv_factor <= (!reverse) ? 32'h46dd7c00 : 32'h3813f27b;  
               1: conv_factor <= (!reverse) ? 32'h41e2cccd : 32'h3d107acc;  
               2: conv_factor <= (!reverse) ? 32'h43e2cccd : 32'h3b107ab7;  
               3: conv_factor <= (!reverse) ? 32'h3ee83e42 : 32'h400d17ee;  
               4: conv_factor <= (!reverse) ? 32'h40cb35a8 : 32'h3e214091;  
               5: conv_factor <= (!reverse) ? 32'h424b353f : 32'h3ca140c2;  
               6: conv_factor <= (!reverse) ? 32'h4462cccd : 32'h3a907ab7;  
               7: conv_factor <= (!reverse) ? 32'h3f683e42 : 32'h3f8d17ee;  
            endcase
         end
   else if(type == 2'b10)  
         begin
            case (select)   
               0: conv_factor <= (!reverse) ? 32'h41831893 : 32'h3d79f341;  
               1: conv_factor <= (!reverse) ? 32'h3ce7ff58 : 32'h420d3e31;  
               2: conv_factor <= (!reverse) ? 32'h41ec978d : 32'h3d0a7f80;  
               3: conv_factor <= (!reverse) ? 32'h3cf2452c : 32'h42074102;  
               4: conv_factor <= (!reverse) ? 32'h43ec999a : 32'h3b0a7eca;  
               5: conv_factor <= (!reverse) ? 32'h3ef24745 : 32'h40073fd5;  
               6: conv_factor <= (!reverse) ? 32'h407243fe : 32'h3e8741a8;  
               7: conv_factor <= (!reverse) ? 32'h3b781479 : 32'h43841621;  
            endcase
         end
   else if(type == 2'b11)  
         begin
            conv_add    <= (!reverse) ? 32'hc2000000 : 32'h42000000;  
            conv_factor <= (!reverse) ? 32'h3f0e38e4 : 32'h3fe66666;  
         end
   end
   end
endmodule   
module fp_add_sub(clk,rst,num1,num2,start,num_out,done);
input clk;   
input rst;   
input [31:0] num1;   
input [31:0] num2;   
input start;          
output [31:0] num_out;   
output done;             
reg done;   
reg [31:0] num_out;  
reg [23:0] num1_m, num2_m;   
reg [23:0] out_m;  
reg [9:0] num1_exp, num2_exp, out_exp;  
reg num1_s, num2_s, out_s;   
reg [24:0] temp_sum_m;   
reg [2:0] compute_state;   
parameter init_var      = 3'd0,  
          balance       = 3'd1,
          start_adding  = 3'd2,
          check_overflow= 3'd3,
          normalize     = 3'd4,
          output_result = 3'd5;
always @(negedge clk)
begin
   if (rst) begin   
    compute_state <= init_var;
    done <= 0;
    num_out <= 0;
   end 
   else begin 
      case(compute_state)
         init_var:
         begin
         done <= 0;  
            if(start)   
            begin
               num1_s <= num1[31];
               num2_s <= num2[31];
               num1_exp <= num1[30:23]-127;
               num2_exp <= num2[30:23]-127;
               num1_m <= {1'b1,num1[22:0]};
               num2_m <= {1'b1,num2[22:0]};
               compute_state <= balance;  
            end
         end
         balance:
         begin
            if ($signed(num1_exp) > $signed(num2_exp)) begin   
               num2_exp <= num2_exp + 1;  
               num2_m <= num2_m >> 1;     
               end else if ($signed(num1_exp) < $signed(num2_exp)) begin  
               num1_exp <= num1_exp + 1;
               num1_m <= num1_m >> 1;
               end else begin  
               compute_state <= start_adding;
               end
         end
         start_adding:
         begin
              out_exp <= num1_exp;  
              if (num1_s == num2_s) begin  
              temp_sum_m <= num1_m + num2_m;  
              out_s <= num1_s;  
              end else begin
              if (num1_m >= num2_m) begin 
              temp_sum_m <= num1_m - num2_m;
              out_s <= num1_s;
              end else begin
              temp_sum_m <= num2_m - num1_m;
              out_s <= num2_s;
                       end
                  end
              compute_state <= check_overflow;   
         end
         check_overflow:
         begin
              if (temp_sum_m[24]) begin
              out_m <= temp_sum_m[24:1];
              out_exp <= out_exp + 1;
              end else begin  
              out_m <= temp_sum_m[23:0];
              end
              compute_state <= normalize;   
         end
         normalize:
         begin
               if (out_m[23] == 0 && $signed(out_exp) > -126) begin
               out_exp <= out_exp - 1;
               out_m <= out_m << 1;
               end else begin 
               compute_state <= output_result;  
               end
         end
         output_result:
         begin
               done <= 1;   
               num_out[31] <= out_s;
               num_out[30:23] <= out_exp[7:0]+127;  
               num_out[22:0] <= out_m[22:0];
               compute_state <= init_var;  
         end
      endcase
   end
end
endmodule
module fp_mul(clk,rst,num1,num2,start,num_out,done);
input clk;  
input rst;  
input [31:0] num1;   
input [31:0] num2;   
input start;          
output [31:0] num_out;   
output done;             
reg done;   
reg [31:0] num_out;  
reg [23:0] num1_m, num2_m, out_m;   
reg [9:0] num1_exp, num2_exp, out_exp;  
reg num1_s,num2_s,out_s;   
reg [49:0] temp_product;   
reg [25:0] junk;  
reg [2:0] compute_state;   
parameter init_var        = 3'd0,
          check_number    = 3'd1,
          multiply_start  = 3'd2,
          multiply_finish = 3'd3,
          normalize       = 3'd4,
          output_result   = 3'd5;
always @(negedge clk)
begin
   if (rst) begin   
	 compute_state <= init_var;
    done <= 0;
    num_out <= 0;
   end
	else begin
		case(compute_state)
         init_var:
			begin
         done <= 0;  
				if (start)   
				begin
					num1_s <= num1[31];
					num2_s <= num2[31];
					num1_exp <= num1[30:23]-127;
					num2_exp <= num2[30:23]-127;
               num1_m <= num1[22:0];
					num2_m <= num2[22:0];
					compute_state <= check_number;  
				 end
			 end
         check_number:
         begin
				if ($signed(num1_exp) == -127) begin
				num1_exp <= -126;
				end
				else begin
				num1_m[23] <= 1;   
				end
				if ($signed(num2_exp) == -127) begin
				num2_exp <= -126;
				end 
				else begin
				num2_m[23] <= 1;   
				end
				compute_state <= multiply_start;  
			 end
         multiply_start:
         begin
            out_s <= num1_s ^ num2_s;  
            out_exp <= num1_exp + num2_exp + 1;  
            temp_product <= num1_m * num2_m * 4;  
            compute_state <= multiply_finish;  
         end
         multiply_finish:
         begin
            out_m <= temp_product[49:26];   
		      junk <= temp_product[25:0];   
            compute_state <= normalize;  
         end
         normalize:
         begin
            if (out_m[23] == 0) begin 
            out_exp <= out_exp - 1;
			   out_m <= out_m << 1;
            out_m[0] <= 0;
            end
		      else begin
            compute_state <= output_result;  
            end
         end
         output_result:
         begin
            done <= 1;  
            num_out[31] <= out_s;
            num_out[30:23] <= out_exp[7:0]+127;  
            num_out[22:0] <= out_m[22:0];
            compute_state <= init_var;  
         end
      endcase
	 end
end
endmodule
==> flow/constraint.sdc <==
current_design converter

set clk_period 10.3
set clk_io_pct 0.2

create_clock -name clk0 -period $clk_period [get_ports {clk}]

set non_clock_inputs [all_inputs -no_clocks]
set_input_delay [expr $clk_period * $clk_io_pct] -clock clk0 $non_clock_inputs
set_output_delay [expr $clk_period * $clk_io_pct] -clock clk0 [all_outputs]
==> impl_metrics.csv <==
group,metric,value,unit
power_and_ir_drop,p_leak,0.0206,uW
setup_path,cp.required,5.49,ns
route,routed_wl,108000,um
cells_and_area,syn_to_final_growth,12.4,%
final_timing,slew_headroom,38.8,%
final_timing,rsz0062_at_grt,"false",
cells_and_area,layout-drive-gt1-share,5.73,%
setup_path,worstSetupStartpointType,"primary input",
power_and_ir_drop,p_switching,5470,uW
synthesis,ys.flops,363,
setup_path,critical_path_class,"primary input to register",
global_routing,antenna_found_initial,0,
synthesis,ys_area,39100,um2
global_routing,grt_remaining_overflow,0,
synthesis,synth_cell_types,78,
clock_tree,post_cts_resized,0,
synthesis,synthXorXnorAreaFrac,2.40,%
synthesis,ys_async_sr_fraction,0,%
route,viasPerCell,5.18,
synthesis,ys_cells,4152,
status,outcome,"finished clean",
final_timing,finalSetupTns,0,ns
place,place_hpwl,78100,um
final_timing,skew,0.0298,ns
synthesis,ys_seq_share,25.1,%
route,vias,29900,
synthesis,synth.cell_area,39100,um2
route,drtAntennaViolNets,0,
synthesis,yosys.area.top_type,"fa_1",
global_routing,grt_first_pass_wirelength,172000,um
flow_run,tool_warnings,439,
route,drt_iter0_drc,1738,
global_routing,gr-usage-all-layers,23.7,%
clock_tree,clock_path_buffers,3,
place,dp.cells,5353,
route,firstDrtPassIters,5,
final_timing,slew_viol_final,0,
final_timing,setup_violations,0,
power_and_ir_drop,combPwrFrac,65.4,%
power_and_ir_drop,internal_power,6130,uW
floorplanning,io_pins,74,
global_routing,grt_pass1_vias,31200,
min_path,holdCritStartpoint,"conv_factor[9]$_SDFFE_NP0P_",
clock_tree,path_clk_slew,0.03,ns
place,port_buffers,73,
power_and_ir_drop,swShare,47.1,%
clock_tree,root_buffer,"clkbuf_16",
synthesis,syn_inst,4152,
global_routing,grt_max_degree,112,
min_path,hold_end,"fp_mult.num2_m[9]$_DFFE_NP_",
setup_path,reg2regPathDepth,25,
floorplanning,initCoreUtil,40.4,%
setup_path,worst_ep_arrival_time,4.24,ns
power_and_ir_drop,power_density,264,nW/um2
synthesis,synthAoiAreaFrac,10.3,%
clock_tree,cts_tree,"done",
power_and_ir_drop,vdd_drop_max,456,uV
clock_tree,cts_buffers,40,
setup_path,path_max_fanout,17,
synthesis,fa_ha_area_share,33.7,%
setup_path,timing.rr.start,"fp_mult.num1_m[9]$_DFFE_NP_",
place,gp_congestion,0.930,
synthesis,topCellsByArea,"fa_1, edfxtp_1, ha_1, inv_1, dfxtp_1",
final_timing,tightest_slew,0.895,ns
synthesis,edf_count,254,
cells_and_area,final_cells,5781,
final_timing,hold_violations,0,
floorplanning,core_area,96700,um2
route,num_antenna_cells,0,
synthesis,synth_top_flop_cell,"edfxtp_1",
synthesis,syn_area_per_cell,9.41,um2
synthesis,logic_family,"adder cells",
power_and_ir_drop,clockPowerShare,17.2,%
synthesis,mux_area_share,5.13,%
route,drc,0,
floorplanning,die_h,315,um
setup_path,regToRegSetupSlack,1.94,ns
min_path,hold_path_depth,0,
min_path,min_path_type,"register to register",
flow_run,maxCapViolCount,0,
setup_path,crit_path_end_kind,"register",
synthesis,simple_gate_share,14.6,%
power_and_ir_drop,seqPwrFrac,17.4,%
clock_tree,hold_buffers,0,
clock_tree,htree_levels,2,
setup_path,reg2reg_to,"fp_mult.temp_product[49]$_DFFE_NP_",
route,avgRoutedWirePerCell,18.7,um
floorplanning,die_area,98900,um2
clock_tree,clk_latency,0.62,ns
floorplanning,rows,114,
synthesis,yosysWarningCount,3,
floorplanning,die_width,315,um
clock_tree,cts_sinks,363,
clock_tree,postCtsSetupRepairBufs,0,
synthesis,top_area_share,24.9,%
setup_path,crit_path_start,"type[0]",
-- worst max-delay path by stage --
| stage | to | cells past startpoint | slack, ns |
|---|---|---|---|
| finish | fp_mult.num1_exp[8]$_SDFFCE_NP1P_ | 9 | 1.25 |
| CTS | fp_mult.num1_exp[8]$_SDFFCE_NP1P_ | 9 | 1.27 |
| global route | conv_factor[26]$_SDFFE_NP0P_ | 9 | 1.12 |
-- layout by cell type, fill, tap and decap left out, drive strengths merged, types with 7 or more instances in the layout --
cell type      instances
a211oi                43
a21boi                 7
a21o                  28
a21oi                179
a221oi                12
a22o                  21
a22oi                  7
a31oi                 18
and2                 292
and3                  13
buf                   99
clkbuf                40
clkdlybuf4s50         69
clkinvlp               7
dfxtp                109
edfxtp               254
fa                   486
ha                   275
inv                 1022
mux2                  65
mux2i                127
nand2                441
nand2b                25
nand3                 40
nand4                 22
nor2                 241
nor2b                 31
nor3                  40
nor4                  12
o211ai                16
o21a                  11
o21ai                159
o21bai                25
o221ai                 8
o22ai                 38
o31ai                 17
or2                   13
or3                   11
xnor2                 71
xor2                  36
-- stage by stage --
stage / area [um2] / total power (uW) / util, % / worst slack [ns] / hold WS, ns
2_1_floorplan: 39100 / 7780 / - / 0.409 / 0.386
3_3_place_gp: 41200 / 9830 / 42.6 / 0.689 / 0.389
3_5_place_dp: 41200 / 9800 / 42.6 / 0.641 / 0.389
4_1_cts: 43900 / 11800 / 45.4 / 1.27 / 0.392
5_1_grt: 43900 / 12900 / 45.4 / 1.12 / 0.397
6_report: 43900 / 11600 / 45.4 / 1.25 / 0.393
-- routing by layer --
layer  wire length [um]  track usage, %  vias to the layer above
li1                   -               -                    14100
met1              45100            33.6                    14600
met2              50800            35.4                     1046
met3               9940            9.21                      137
met4               2500            6.24                        0
met5                  0           0.193                        -
-- synthesized netlist by cell type (all sizes together) (43+ instances only) --
master / instances
a211oi: 43
a21oi: 179
and2: 292
clkbuf: 203
dfxtp: 109
edfxtp: 254
fa: 486
ha: 275
inv: 649
mux2: 65
mux2i: 127
nand2: 441
nor2: 241
o21ai: 159
xnor2: 71
-- flip-flops by register name, summed over array words and instances, names as in the netlist, 2 cells and up --
register and cells:
fp_mult.compute_state 6, fp_add.num1_exp 10, fp_mult.temp_product 24, fp_mult.out_m 24, fp_add.compute_state 6, conv_factor 29, fp_add.out_m 24, fp_mult.num_out 32
fp_add.num_out 32, fp_mult.num2_m 24, conv_add 2, fp_mult.num2_exp 9, fp_add.out_exp 10, fp_add.num2_m 24, fp_add.num2_exp 10, fp_add.num1_m 24
fp_add.temp_sum_m 25, fp_mult.num1_m 24, fp_mult.num1_exp 9, fp_mult.out_exp 8
-- cell type report --
cell class / count / area, um2
clock inverters: 389 / 1660
fillers: 9138 / 52800
multi-input cells: 2897 / 25900
well taps: 1276 / 1600
inverters: 648 / 2430
repair buffers: 168 / 1470
clock buffers: 40 / 1000
flip-flops and latches: 363 / 9810
-- power by group through the flow --
stage         clock [uW]  combinational [uW]  sequential (uW)
CTS                 2070                7680             2020
global route        2230                8670             2020
finish              2000                7580             2020
-- logic make-up (layout without fill, tap and decap cells) --
family,count (synthesis),after routing
adder cells (fa/ha/maj),762,762
AND/OR/NAND/NOR,1198,1198
AND-OR/OR-AND,638,638
buffers and inverters,892,1245
multiplexers,192,192
XOR/XNOR,107,107
flip-flops,363,363
-- worst max-delay path: stages --
cell,delay [ns]
buf_2,0.09
nand2_1,0.16
or2_2,0.50
mux2_2,0.33
ha_1,0.16
nor2b_1,0.25
nor2b_1,0.29
a21oi_1,0.11
a211o_1,0.29
Power figures rest on the tool's default switching activity, not on a simulated workload.
